--- flow/config.mk ---
export PLATFORM = sky130hd
export DESIGN_NAME = pll
export DESIGN_NICKNAME = pll
export VERILOG_FILES = /design/flow/design.v
export SDC_FILE = /design/flow/constraint.sdc
export NUM_CORES = 4
export LEC_CHECK = 1
export CORE_UTILIZATION = 30
--- flow/run.sh ---
#!/bin/bash
# OpenROAD 26Q1-2900-gdf79404cd8, Yosys 0.63+post, stock flow scripts
make -C /OpenROAD-flow-scripts/flow DESIGN_CONFIG=/design/flow/config.mk WORK_HOME=/design/flow/orfs finish
--- flow/design.v ---
module pll #(
    parameter PHASE_BITS = 32,
    parameter [0:0] OPT_TRACK_FREQUENCY = 1'b1,
    parameter [PHASE_BITS-1:0] INITIAL_PHASE_STEP = 0,
    parameter [0:0] OPT_GLITCHLESS = 1'b1
) (
    input wire i_clk,
    input wire i_ld,
    input wire [PHASE_BITS-1:0] i_step,
    input wire i_ce,
    input wire i_input,
    input wire [4:0] i_lgcoeff,
    output wire [PHASE_BITS-1:0] o_phase,
    output reg [1:0] o_err
);
    localparam MSB = PHASE_BITS - 1;
    reg agreed_output, lead;
    wire phase_err;
    reg [MSB:0] ctr, phase_correction, freq_correction, r_step;
    initial agreed_output = 0;
    always @(posedge i_clk)
    if (i_ce) begin
        if ((i_input) && (ctr[MSB]))
            agreed_output <= 1'b1;
        else if ((!i_input) && (!ctr[MSB]))
            agreed_output <= 1'b0;
    end
    always @(*) begin
        if (agreed_output)
            lead = (!ctr[MSB]) && (i_input);
        else
            lead = (ctr[MSB]) && (!i_input);
    end
    assign phase_err = (ctr[MSB] != i_input);
    initial phase_correction = 0;
    always @(posedge i_clk)
        phase_correction <= {1'b1, {(MSB){1'b0}}} >> i_lgcoeff;
    initial ctr = 0;
    always @(posedge i_clk)
    if (i_ce) begin
        if (!phase_err)
            ctr <= ctr + r_step;
        else if (lead) begin
            if (!OPT_GLITCHLESS || r_step > phase_correction)
                ctr <= ctr + r_step - phase_correction;
        end else begin
            ctr <= ctr + r_step + phase_correction;
        end
    end
    assign o_phase = ctr;
    initial freq_correction = 0;
    always @(posedge i_clk)
        freq_correction <= {3'b001, {(MSB-2){1'b0}}} >> (2 * i_lgcoeff);
    initial r_step = INITIAL_PHASE_STEP;
    always @(posedge i_clk)
    if (i_ld)
        r_step <= {1'b0, i_step[MSB-1:0]};
    else if ((i_ce) && (OPT_TRACK_FREQUENCY) && (phase_err)) begin
        if (lead)
            r_step <= r_step - freq_correction;
        else
            r_step <= r_step + freq_correction;
    end
    initial o_err = 2'h0;
    always @(posedge i_clk)
    if (i_ce)
        o_err <= (!phase_err) ? 2'b00 : (lead ? 2'b11 : 2'b01);
endmodule
--- flow/constraint.sdc ---
current_design pll

set clk_period 19.6
set clk_io_pct 0.2

create_clock -name clk0 -period $clk_period [get_ports {i_clk}]

set non_clock_inputs [all_inputs -no_clocks]
set_input_delay [expr $clk_period * $clk_io_pct] -clock clk0 $non_clock_inputs
set_output_delay [expr $clk_period * $clk_io_pct] -clock clk0 [all_outputs]
==> summary.txt <==
vias in the first global route -> 8074
Crit Path Class -> primary input to flip-flop
fin crit period -> 8.51 ns
Setup Buffers After CTS -> 0
initial antenna violation count -> 0
Final setup viols -> 0
worst relative slew slack -> 43.3%
Slew Viols, Final -> 0
H-tree depth -> 3
CP startpoint kind -> primary input
largest net degree at the start of global routing -> 69
fin crit share -> 43.4%
main area contributors -> edfxtp_1, ha_1, xnor2_1, dfxtp_1, a21oi_1
Synth Cell Area -> 0.00984 mm²
R2R depth -> 18
max cap viols -> 0
Critical path origin -> i_input
worst r2r src -> r_step[1]$_DFFE_PN_
TritonRoute pass-1 iters -> 5
met1 WL -> 12.9 mm
endpoint class of the critical path -> flip-flop
Reg2Reg Capture Point -> ctr[31]$_DFFE_PP_
share of post-route cells with drive strength above 1 -> 4.21%
WP data required -> 19.73 ns
Min-Delay Path Class -> flip-flop to flip-flop
first-pass GRT wire length -> 42.2 mm
IO Port Bufs -> 73
Worst Path Arrival -> 8.64 ns
Chip Width -> 183 µm
Async S/R FF share, synth -> 0%
post-route setup TNS -> 0 ns
RePlAce Congestion -> 0.938
cell taking the most area after synthesis -> edfxtp_1
Synth cell types -> 69
RSZ-0062 raised after global routing -> no
area of the multi-input gates -> 0.00688 mm²
Commonest flop -> edfxtp_1
setup slack at placement -> 10.79 ns
met2 WL -> 11.8 mm
Ports -> 75
Num CTS Buffers -> 9
Max clock buf depth -> 2
Yosys top cell area share -> 20.1%
status -> completed
storage element area -> 0.00264 mm²
top sig layer -> met4
Detailed Route WL -> 26.5 mm
worst setup path end -> ctr[31]$_DFFE_PP_
GRT Overall Usage -> 16.4%
Core Box Area -> 0.0319 mm²
DRT iter0 DRCs -> 532
CTS Hold Bufs -> 0
EDFF count, synth -> 66
Area Overhead vs Synth -> 15.9%
CP max FO -> 35
Met3 Routed Length -> 1.39 mm
Clock Latency Late Sink -> 0.37 ns
Final ANT Viol Nets -> 0
row cnt -> 65
chip area -> 0.0335 mm²
Avg WL per Cell -> 15.9 µm
Initial Utilization -> 30.9%
Syn. warnings -> 1
register share after synthesis -> 26.9%
Layout Skew -> 0.0155 ns
yosys synthesis chip area -> 0.00984 mm²
CTS sink cnt -> 99
FF-to-FF setup slack -> 13.66 ns
Peak Freq -> 0.118 GHz
Syn Area/Cell -> 8.44 µm²
clock slew at reported path FFs -> 0.08 ns
Worst Slack Setup Final -> 11.09 ns
via count -> 8498
Worst-Margin Slew -> 0.849 ns
GR Overflow Total -> 0
filler instances -> 3258
number of vias per cell -> 5.09
Synthesized registers -> 99
cells in synth_stat.txt -> 1165
Remaining DRCs -> 0
Hold Violations, Final -> 0
Syn Inst Count -> 1165
CTS resizes -> 0
OpenROAD warning count -> 29
die height -> 183 µm
CTS tree -> yes
ant diodes -> 0
DP HPWL -> 21.5 mm
Root Driver -> clkbuf_16
## through the flow
| step | area, µm² | hold slack [ns] | cells | util, % |
|---|---|---|---|---|
| finish | 11400 | 0.615 | 1670 | 35.8 |
| global route | 11400 | 0.679 | 1670 | 35.8 |
| CTS | 11400 | 0.616 | 1670 | 35.8 |
| detailed placement | 11100 | 0.589 | 1654 | 34.8 |
| global placement | 11100 | 0.582 | 1654 | 34.8 |
| floorplan | 9840 | 0.533 | 1165 | - |
## state kept, by name, summed over array words and instances, names as in the netlist
register and cells:
ctr 32, r_step 32, phase_correction 31, o_err 2, agreed_output 1, freq_correction 1
## routing by layer
metal	vias up	global-route usage [%]
li1	4427	-
met1	3863	24.5
met2	182	25.7
met3	26	3.14
met4	0	2.20
met5	-	0
## layout make-up
type	instances	area share [%]
Timing Repair Buffer	80	6.82
Clock inverter	7	0.801
Multi-Input combinational cell	976	60.3
Sequential cell	99	23.2
Clock buffer	9	1.97
Inverter	64	2.11
Tap cell	435	4.77
## worst min-delay path by stage
| stage | depth (start not counted) | slack, ns | startpoint | endpoint |
|---|---|---|---|---|
| 4_1_cts | 2 | 0.62 | r_step[31]$_SDFFE_PP0P_ | r_step[31]$_SDFFE_PP0P_ |
| 5_1_grt | 2 | 0.68 | r_step[31]$_SDFFE_PP0P_ | r_step[31]$_SDFFE_PP0P_ |
| 6_report | 2 | 0.61 | r_step[31]$_SDFFE_PP0P_ | r_step[31]$_SDFFE_PP0P_ |
## worst max-delay path, cell delays in order
cell and delay [ns]:
clkdlybuf4s50_1 0.52, inv_1 0.06, ha_1 0.23, mux2i_4 0.14, buf_4 0.36, o31ai_4 0.22
xnor2_1 0.19, ha_1 0.40, nand2_1 0.15, nor2_1 0.19, nand3_1 0.13, a2111oi_1 0.80
o21ai_1 0.20, a211o_1 0.36, or4_1 0.54, o211ai_2 0.10, xnor2_1 0.09
## synth_stat cells (29+ instances only)
library cell and count:
edfxtp_1 66, o21ai_0 65, o21ai_1 29, inv_1 64, xnor2_1 88, ha_1 130
nand2_1 109, a21oi_1 95, nor2_1 93, xor2_1 35, a21o_1 47, nand3_1 33
dfxtp_1 33
## placed cells by master (no fill, tap or decap), drive strengths merged, types with 33 or more instances in the layout
master,Yosys,routed
nand2,109,109
xor2,35,35
nor2,93,93
xnor2,88,88
o21ai,94,94
a21oi,95,95
nand3,33,33
clkdlybuf4s50,0,72
dfxtp,33,33
edfxtp,66,66
inv,64,67
a21o,47,47
ha,130,130
## cell families (layout without fill, tap and decap cells)
| group | after synthesis | count (layout) | share of synthesized area (%) |
|---|---|---|---|
| adders and majority gates | 132 | 132 | 16.9 |
| muxes | 13 | 13 | 1.45 |
| xor gates and xnor gates | 123 | 123 | 10.9 |
| buffers and inverters | 90 | 160 | 3.43 |
| and+or+nand+nor | 356 | 356 | 17.4 |
| AOI/OAI and AO/OA | 352 | 352 | 22.9 |
| DFF | 99 | 99 | 26.9 |
